===== /design/flow/config.mk =====
export PLATFORM = sky130hd
export DESIGN_NAME = multiplier
export DESIGN_NICKNAME = multiplier
export VERILOG_FILES = /design/flow/design.v
export SDC_FILE = /design/flow/constraint.sdc
export NUM_CORES = 4
export LEC_CHECK = 1
export CORE_UTILIZATION = 30

===== /design/flow/run.sh =====
#!/bin/bash
# OpenROAD 26Q1-2900-gdf79404cd8, Yosys 0.63+post, stock flow scripts
make -C /OpenROAD-flow-scripts/flow DESIGN_CONFIG=/design/flow/config.mk WORK_HOME=/design/flow/orfs finish

===== /design/flow/constraint.sdc =====
current_design multiplier

set clk_period 17.7
set clk_io_pct 0.2

create_clock -name clk0 -period $clk_period [get_ports {clk}]

set non_clock_inputs [all_inputs -no_clocks]
set_input_delay [expr $clk_period * $clk_io_pct] -clock clk0 $non_clock_inputs
set_output_delay [expr $clk_period * $clk_io_pct] -clock clk0 [all_outputs]

===== /design/flow/design.v =====
`timescale 1ns / 1ps
module multiplier(
input clk,
input [31:0] data1,
input [31:0] data2,
output [31:0] result
    );
reg [63:0] mult;
assign result = mult[63:32];
    always @(posedge clk)
        mult <= data1*data2;
endmodule

==> impl_metrics.tcl <==
# yosys + openroad results
set metrics [dict create \
    top_area_cell "fa_1" \
    outcome "complete, no violations" \
    ant_nets 0 \
    routed_via_density 4.615 \
    reg_top3 "mult (32)" \
    num_io_pins 97 \
    antenna_found_initial 1 \
    drv_slew 0 \
    synth_cell_type_count 60 \
    worstSetupPathType "in2reg" \
    fp-utilization_pct 30.27 \
    grt-ovfl-total 0 \
    ys_cells 3664 \
    ys.flops 32 \
    regMostFlops "mult" \
    critPathArrivalTime_ps 11430 \
    core_region_area_mm2 0.1108 \
    tritoncts "built" \
    min_period_ps 11260 \
    hpwl_um 74680 \
    htree_levels 2 \
    drt_first_pass_iters 5 \
    grt_use_total_pct 18.83 \
    syn_inst 3664 \
    clock_sinks 32 \
    cts_root_buffer "clkbuf_16" \
    ys.flop_type "dfxtp_1" \
    grt_max_degree 33 \
    drv_cap 0 \
    hold_violations 0 \
    timing.fmax_mhz 88.81 \
    largest_register_ffs 32 \
    areaGrowthSynthToFinish_pct 7.979 \
    crit_path_cell_trace "clkdlybuf4s50_1 > buf_4 > and2_1 > fa_1 > fa_1 > inv_1 > fa_1 > fa_1 > inv_1 > fa_1 > fa_1 > fa_1 > fa_1 > ha_1 > o21ai_0 > o21ai_0 > nand4_1 > o311ai_1 > o21ai_0 > nand3b_1 > a31oi_1 > xnor2_1" \
    die_area_mm2 0.1132 \
    yosys_warnings 1 \
    rsz0062_at_grt "no" \
    tool_warnings 25 \
    drt-initial-drc-count 954 \
    worst_setup_path_start_kind "input port" \
    worst-path-buf-inv 4 \
    vias 23620 \
    rows 122 \
    gp_congestion 0.9354 \
    cp_slowest_cell "fa_1" \
    setup_violations 0 \
    fillers 11420 \
    clkTransAtPathRegs_ps 60 \
    port_buffers 96 \
    hold_class "reg2out" \
    crit_top_cell "fa_1" \
    die_h_um 336.4 \
    critical_path.max_fanout 32 \
    worst_slew_pin_slew_ps 662.5 \
    fin_crit_sh_pct 63.62 \
    grt_first_pass_wirelength_um 154700 \
    synth_seq_share_pct 1.910 \
    syn_area_mm2 0.03354 \
    wl_per_cell_um 18.45 \
    holdBufCountCts 0 \
    grt_pass1_vias 26520 \
    final_util_pct 32.68 \
    avgSynthCellArea_um2 9.155 \
    cp-end-kind "register" \
    area_leaders "fa_1 (53%), and2_1 (11%), inv_1 (9.7%), ha_1 (9.7%), nand2_1 (5.3%)" \
    postCtsResizedCells 0 \
    required_ps 17870 \
    postCtsSetupRepairBufs 0 \
    chipWidth_um 336.4 \
    ys_async_sr_fraction_pct 0 \
    synth_top_area_share_pct 53.41 \
    setup_tns_ps 0 \
    relSlewSlack_pct 55.45 \
    clk_path_buf_depth 2 \
    path_delay_family "adder cells" \
    slowest_delay_ps 600 \
    drc 0 \
    wirelength_um 94440 \
    layout-drive-gt1-share_pct 2.342 \
    numCtsBuffers 5 \
    synth-edff-count 0 \
    yosys_area_mm2 0.03354 \
]
[per-layer routing]
| metal | part of all wire [%] | GRT usage (%) | up-vias | wire (um) |
|---|---|---|---|---|
| li1 | - | - | 10510 | - |
| met1 | 43 | 26.63 | 12010 | 40340 |
| met2 | 43 | 26.67 | 1015 | 40190 |
| met3 | 13 | 10.37 | 85 | 12250 |
| met4 | 1.8 | 2.526 | 0 | 1653 |
| met5 | 0 | 0.2128 | - | 0 |
[area by class of cell]
cell class,instances,area [um^2],area share (%)
clock inverter,3,23.77,0.06563
clock buffer,5,125.1,0.3454
tap,1488,1862,5.140
multi-input combinational,2558,28860,79.67
inverter,871,3269,9.027
sequential,32,640.6,1.769
antenna,1,2.502,0.006909
timing repair buffer,160,1441,3.980
[synthesized netlist by cell type, types with 10 or more instances]
library cell / number
fa_1: 895
and2_1: 599
o21bai_1: 11
a21oi_1: 59
ha_1: 260
nand3_1: 11
a211oi_1: 10
xor2_1: 12
inv_1: 871
nand2_1: 474
nor3_1: 10
o21ai_0: 37
a21o_1: 26
xnor2_1: 22
dfxtp_1: 32
nor2_1: 26
nand4_1: 21
clkbuf_1: 194
[stage by stage]
step,setup WS (ps),hold WS [ps],instances,instance area (um^2)
after floorplan,7771,3798,3664,33540
after global placement,6106,4209,5109,36070
after detailed placement,6092,4198,5109,36070
after CTS,6355,4526,5117,36220
after global routing,5920,4543,5117,36220
final,6440,4509,5118,36220
[layout by cell type (no fill, tap or decap), drive strengths merged, types with 9 or more instances in the layout]
cell,n
fa,895
inv,871
and2,599
nand2,474
ha,260
clkdlybuf4s50,96
buf,64
a21oi,60
o21ai,38
dfxtp,32
nor2,27
a21o,26
xnor2,22
nand4,21
xor2,12
o21bai,11
nand3,11
nor3,10
a211oi,10
o211ai,9
[worst paths after layout]
| check | from | end | slack, ps | depth (start not counted) |
|---|---|---|---|---|
| worst min-delay path | mult[38] | result[6] | 4510 | 1 |
| worst max-delay path | data1[18] | mult[63] | 6440 | 22 |
[cell families (layout without fill, tap and decap cells)]
| family | Yosys count | in the layout | share of synthesized area, % |
|---|---|---|---|
| adder cells (fa/ha/maj) | 1155 | 1155 | 63.11 |
| other | 0 | 1 | 0 |
| AND-OR/OR-AND | 197 | 197 | 3.887 |
| XOR/XNOR | 34 | 34 | 0.8877 |
| flip-flops | 32 | 32 | 1.910 |
| AND/OR/NAND/NOR | 1172 | 1172 | 18.14 |
| buffers and inverters | 1074 | 1039 | 12.07 |
